`flow/config.mk`:
```
export PLATFORM = sky130hd
export DESIGN_NAME = Duplex
export DESIGN_NICKNAME = Duplex
export VERILOG_FILES = /design/flow/design.v
export SDC_FILE = /design/flow/constraint.sdc
export NUM_CORES = 4
export LEC_CHECK = 1
export CORE_UTILIZATION = 30
```
`flow/constraint.sdc`:
```
current_design Duplex

set clk_period 4.7
set clk_io_pct 0.2

create_clock -name clk0 -period $clk_period [get_ports {clock}]

set non_clock_inputs [all_inputs -no_clocks]
set_input_delay [expr $clk_period * $clk_io_pct] -clock clk0 $non_clock_inputs
set_output_delay [expr $clk_period * $clk_io_pct] -clock clk0 [all_outputs]
```
`flow/design.v`:
```
`timescale 1ns/1ps
module PowerManager(
    input wire         reset_n,
    input wire         clock,
    input wire         power_enable,      
    input wire         tx_enable,         
    input wire         rx_enable,         
    input wire         tx_active,         
    input wire         rx_active,         
    input wire         send_request,      
    input wire         data_received,     
    input wire [1:0]   power_mode,        
    output reg         tx_clk_enable,     
    output reg         rx_clk_enable,     
    output reg         baud_clk_enable,   
    output reg         power_good,        
    output reg [1:0]   current_mode       
);
localparam NORMAL_MODE     = 2'b00,
           LOW_POWER_MODE  = 2'b01,
           SLEEP_MODE      = 2'b10,
           DEEP_SLEEP_MODE = 2'b11;
reg [1:0] next_mode;
always @(posedge clock or negedge reset_n) begin
    if (~reset_n) begin
        current_mode <= DEEP_SLEEP_MODE;
    end
    else begin
        if (power_enable) begin
            if (power_mode == SLEEP_MODE || power_mode == DEEP_SLEEP_MODE) begin
                current_mode <= power_mode;
            end
            else if (tx_active || rx_active || send_request || data_received) begin
                current_mode <= NORMAL_MODE;
            end
            else begin
                current_mode <= power_mode;
            end
        end
        else begin
            current_mode <= DEEP_SLEEP_MODE;
        end
    end
end
always @(*) begin
    next_mode = power_mode;
    if (~reset_n || ~power_enable) begin
        tx_clk_enable = 1'b0;
        rx_clk_enable = 1'b0;
        baud_clk_enable = 1'b0;
        power_good = 1'b0;
    end
    else begin
        case (current_mode)
            NORMAL_MODE: begin
                tx_clk_enable = tx_enable;
                rx_clk_enable = rx_enable;
                baud_clk_enable = tx_enable | rx_enable;
                power_good = 1'b1;
            end
            LOW_POWER_MODE: begin
                tx_clk_enable = tx_enable & (tx_active | send_request);
                rx_clk_enable = rx_enable & (rx_active | data_received);
                baud_clk_enable = tx_clk_enable | rx_clk_enable;
                power_good = 1'b1;
            end
            SLEEP_MODE: begin
                tx_clk_enable = 1'b0;
                rx_clk_enable = rx_enable & rx_active;
                baud_clk_enable = rx_clk_enable;
                power_good = 1'b1;
            end
            DEEP_SLEEP_MODE: begin
                tx_clk_enable = 1'b0;
                rx_clk_enable = 1'b0;
                baud_clk_enable = 1'b0;
                power_good = 1'b0;
            end
            default: begin
                tx_clk_enable = 1'b0;
                rx_clk_enable = 1'b0;
                baud_clk_enable = 1'b0;
                power_good = 1'b0;
            end
        endcase
    end
end
endmodule
module ClockGate(
    input wire  clk_in,
    input wire  enable,
    input wire  reset_n,
    output wire clk_out
);
reg enable_ff;
always @(negedge clk_in or negedge reset_n) begin
    if (~reset_n)
        enable_ff <= 1'b0;
    else
        enable_ff <= enable;
end
assign clk_out = clk_in & enable_ff & reset_n;
endmodule
module ErrorCheck(
    input wire         reset_n,       
    input wire         recieved_flag, 
    input wire         parity_bit,    
    input wire         start_bit,     
    input wire         stop_bit,      
    input wire   [1:0]  parity_type,   
    input wire  [7:0]  raw_data,      
    input wire         clk_enable,     
    output reg [2:0]   error_flag,
    output reg         parity_bit_out  
);
reg error_parity;
reg parity_flag;
reg start_flag;
reg stop_flag;
localparam ODD        = 2'b01,
           EVEN       = 2'b10,
           NOPARITY00 = 2'b00,
           NOPARITY11 = 2'b11;
always @(*) 
begin
    if (clk_enable) begin
        case (parity_type)
          NOPARITY00, NOPARITY11: begin
            error_parity = 1'b0;
            parity_bit_out = 1'b1;      
          end
          ODD: begin
            error_parity = (^raw_data == parity_bit) ? 1'b0 : 1'b1;
            parity_bit_out = ^raw_data;  
          end
          EVEN: begin
            error_parity = (^raw_data == parity_bit) ? 1'b1 : 1'b0;
            parity_bit_out = ~(^raw_data);  
          end
          default: begin
            error_parity = 1'b1;
            parity_bit_out = 1'b1;      
          end
        endcase
    end
    else begin
        error_parity = 1'b0;
        parity_bit_out = 1'b1;
    end
end
always @(posedge recieved_flag or negedge reset_n) begin
  if (~reset_n) begin
    parity_flag  <= 1'b0;
    start_flag   <= 1'b0;
    stop_flag    <= 1'b0;
  end
  else if (clk_enable) begin
    if ((parity_type == NOPARITY00) || (parity_type == NOPARITY11)) begin
      parity_flag <= 1'b0;
    end
    else begin
      parity_flag <= error_parity;
    end
    start_flag  <= start_bit;  
    stop_flag   <= ~stop_bit;
  end
end
always @(*) 
begin
  if (clk_enable)
    error_flag = {stop_flag, start_flag, parity_flag};
  else
    error_flag = 3'b000;
end
endmodule
module BaudGen(
    input wire         reset_n,     
    input wire         clock,       
    input wire  [1:0]  baud_rate,
    input wire         tx_mode,       
    input wire         clk_enable,    
    output reg         baud_clk     
);
wire gated_clock;
reg [13:0] final_value;  
reg [13:0] clock_ticks;  
localparam BAUD24  = 2'b00,
           BAUD48  = 2'b01,
           BAUD96  = 2'b10,
           BAUD192 = 2'b11;
ClockGate cg_inst(
    .clk_in(clock),
    .enable(clk_enable),
    .reset_n(reset_n),
    .clk_out(gated_clock)
);
always @(*) 
begin
    if (tx_mode) begin
        case (baud_rate)
            BAUD24:  final_value = 14'd10417;
            BAUD48:  final_value = 14'd5208;   
            BAUD96:  final_value = 14'd2604;   
            BAUD192: final_value = 14'd1302;  
            default: final_value = 14'd2604;
        endcase
    end
    else begin
        case (baud_rate)
            BAUD24:  final_value = 14'd651;
            BAUD48:  final_value = 14'd326;     
            BAUD96:  final_value = 14'd163;     
            BAUD192: final_value = 14'd81;      
            default: final_value = 14'd163;
        endcase
    end
end
always @(posedge gated_clock or negedge reset_n) 
begin
  if(~reset_n) begin
    clock_ticks <= 14'd0;
    baud_clk    <= 1'b0;
  end
  else if (clk_enable) begin
    if(clock_ticks >= final_value) begin
      baud_clk    <= ~baud_clk;
      clock_ticks <= 14'd0;
    end
    else begin
      clock_ticks <= clock_ticks + 1'd1;
    end
  end
end
endmodule
module SIPO(
    input  wire         reset_n,        
    input  wire         data_tx,        
    input  wire         baud_clk,       
    input  wire         clk_enable,      
    output reg          active_flag,    
    output reg          recieved_flag,  
    output reg  [10:0]  data_parll      
);
reg [3:0]  frame_counter;
reg [3:0]  stop_count;
reg [1:0]  state;
localparam IDLE   = 2'b00,
           CENTER = 2'b01,
           FRAME  = 2'b10,
           HOLD   = 2'b11;
always @(posedge baud_clk or negedge reset_n) 
begin
  if (~reset_n) begin
    state <= IDLE;
    data_parll <= 11'b11111111111;
    stop_count <= 4'd0;
    frame_counter <= 4'd0;
    recieved_flag <= 1'b0;
    active_flag <= 1'b0;
  end
  else if (clk_enable) begin
    case (state)
      IDLE: begin
        data_parll <= 11'b11111111111;
        stop_count <= 4'd0;
        frame_counter <= 4'd0;
        recieved_flag <= 1'b0;
        if(~data_tx) begin
          state <= CENTER;
          active_flag <= 1'b1;
        end
        else begin
          active_flag <= 1'b0;
        end
      end
      CENTER: begin
        if(&stop_count[2:0]) begin
          data_parll[0] <= data_tx;
          stop_count <= 4'd0;
          state <= FRAME;
        end
        else begin
          stop_count <= stop_count + 1'b1;
        end
      end
      FRAME: begin
        if(frame_counter == 4'd10) begin
          frame_counter <= 4'd0;
          recieved_flag <= 1'b1;
          state <= HOLD;
          active_flag <= 1'b0;
        end
        else begin
          if(&stop_count) begin
            data_parll[frame_counter + 1'b1] <= data_tx;
            frame_counter <= frame_counter + 1'b1;
            stop_count <= 4'd0; 
          end
          else begin
            stop_count <= stop_count + 1'b1;
          end
        end
      end
      HOLD: begin
        if(&stop_count) begin
          frame_counter <= 4'd0;
          stop_count <= 4'd0; 
          recieved_flag <= 1'b0;
          state <= IDLE;
        end
        else begin
          stop_count <= stop_count + 1'b1;
        end
      end
    endcase
  end
end
endmodule
module PISO(
    input wire           reset_n,            
    input wire           send,               
    input wire           baud_clk,           
    input wire           parity_bit,         
    input wire [1:0]     parity_type,        
    input wire [7:0]     data_in,            
    input wire           clk_enable,          
    output reg 	         data_tx, 	         
	output reg 	         active_flag,        
	output reg  	     done_flag 	         
);
reg [3:0]   stop_count;
reg [10:0]  frame, frame_r;
reg         state;
localparam IDLE = 1'b0, ACTIVE = 1'b1;
always @(*) begin
    if ((~|parity_type) || (&parity_type))
        frame = {2'b11, data_in, 1'b0};
    else
        frame = {1'b1, parity_bit, data_in, 1'b0};
end
always @(posedge baud_clk or negedge reset_n) begin
    if (~reset_n) begin
        state <= IDLE;
        data_tx <= 1'b1;
        active_flag <= 1'b0;
        done_flag <= 1'b1;
        stop_count <= 4'd0;
        frame_r <= 11'h7FF;
    end
	else if (clk_enable) begin
		case (state)
            IDLE: begin
                data_tx <= 1'b1;
                active_flag <= 1'b0;
                done_flag <= 1'b1;
                stop_count <= 4'd0;
                if (send) begin
                    frame_r <= frame;
                    state <= ACTIVE;
                end
            end
            ACTIVE: begin
                if (stop_count >= 4'd10) begin  
                    data_tx <= 1'b1;
                    stop_count <= 4'd0;
                    active_flag <= 1'b0;
                    done_flag <= 1'b1;
                    state <= IDLE;
                end
                else begin
                    data_tx <= frame_r[0];
                    frame_r <= frame_r >> 1;
                    stop_count <= stop_count + 1'b1;
                    active_flag <= 1'b1;
                    done_flag <= 1'b0;
                end
            end
        endcase 
	end 
end
endmodule  
module RxUnit(
    input wire         reset_n,      
    input wire         data_tx,      
    input wire         clock,        
    input wire  [1:0]  parity_type,  
    input wire  [1:0]  baud_rate,    
    input wire         clk_enable,    
    output wire        active_flag,
    output reg         done_flag,
    output wire [2:0]  error_flag,
    output reg  [7:0]  data_out
);
wire baud_clk_w, recieved_flag_w;          
wire [10:0] data_parll_w; 
wire def_par_bit_w, def_strt_bit_w, def_stp_bit_w;
BaudGen Unit1(
    .reset_n(reset_n),
    .clock(clock),
    .baud_rate(baud_rate),
    .tx_mode(1'b0),   
    .clk_enable(clk_enable),
    .baud_clk(baud_clk_w)
);
SIPO Unit2(
    .reset_n(reset_n),
    .data_tx(data_tx),
    .baud_clk(baud_clk_w),
    .clk_enable(clk_enable),
    .active_flag(active_flag),
    .recieved_flag(recieved_flag_w),
    .data_parll(data_parll_w)
);
reg [7:0] last_valid_data;
wire data_valid;
wire gated_clock;
ClockGate cg_rx(
    .clk_in(clock),
    .enable(clk_enable),
    .reset_n(reset_n),
    .clk_out(gated_clock)
);
assign data_valid = (error_flag == 3'b000) && recieved_flag_w && clk_enable;
always @(posedge gated_clock or negedge reset_n) begin
  if (~reset_n) begin
    data_out <= 8'h00;
    last_valid_data <= 8'h00;
    done_flag <= 1'b0;
  end
  else if (clk_enable) begin
    if (data_valid) begin
      data_out <= data_parll_w[8:1];
      last_valid_data <= data_parll_w[8:1];
      done_flag <= 1'b1;
    end
    else if (recieved_flag_w && (error_flag != 3'b000)) begin
      data_out <= last_valid_data;
      done_flag <= 1'b0;
    end
    else begin
      done_flag <= 1'b0;
    end
  end
end
assign def_strt_bit_w = data_parll_w[0];
assign def_par_bit_w = data_parll_w[9];
assign def_stp_bit_w = data_parll_w[10];
ErrorCheck Unit4(
    .reset_n(reset_n),
    .recieved_flag(recieved_flag_w),
    .parity_bit(def_par_bit_w),
    .start_bit(def_strt_bit_w),
    .stop_bit(def_stp_bit_w),
    .parity_type(parity_type),
    .raw_data(data_parll_w[8:1]),
    .clk_enable(clk_enable),
    .error_flag(error_flag),
    .parity_bit_out()
);
endmodule
module TxUnit(
    input wire          reset_n,       
    input wire          send,          
    input wire          clock,         
    input wire  [1:0]   parity_type,   
    input wire  [1:0]   baud_rate,     
    input wire  [7:0]   data_in,       
    input wire          clk_enable,     
    output wire         data_tx,             
    output wire         active_flag,         
    output wire         done_flag            
);
wire parity_bit_w, baud_clk_w;
BaudGen Unit1(
    .reset_n(reset_n),
    .clock(clock),
    .baud_rate(baud_rate),
    .tx_mode(1'b1),   
    .clk_enable(clk_enable),
    .baud_clk(baud_clk_w)
);
ErrorCheck Unit2(
    .reset_n(reset_n),
    .recieved_flag(1'b0),
    .parity_bit(1'b0),
    .start_bit(1'b0),
    .stop_bit(1'b0),
    .parity_type(parity_type),
    .raw_data(data_in),
    .clk_enable(clk_enable),
    .error_flag(),
    .parity_bit_out(parity_bit_w)
);
PISO Unit3(
    .reset_n(reset_n),
    .send(send),
    .baud_clk(baud_clk_w),
    .data_in(data_in),
    .parity_type(parity_type),
    .parity_bit(parity_bit_w),
    .clk_enable(clk_enable),
    .data_tx(data_tx),
    .active_flag(active_flag),
    .done_flag(done_flag)
);
endmodule
module Duplex (
    input   wire         reset_n,       
    input   wire         send,          
    input   wire         clock,         
    input   wire  [1:0]  parity_type,   
    input   wire  [1:0]  baud_rate,     
    input   wire  [7:0]  data_in,       
    input   wire         power_enable,       
    input   wire         tx_enable,          
    input   wire         rx_enable,          
    input   wire  [1:0]  power_mode,         
    output  wire         tx_active_flag, 
    output  wire         tx_done_flag,   
    output  wire         rx_active_flag, 
    output  wire         rx_done_flag,   
    output  wire  [7:0]  data_out,       
    output  wire  [2:0]  error_flag,
    output  wire         power_good,         
    output  wire  [1:0]  current_power_mode,  
    output  wire         tx_clk_enable,      
    output  wire         rx_clk_enable       
);
wire data_tx_w;        
wire tx_clk_enable_w, rx_clk_enable_w, baud_clk_enable_w;
assign tx_clk_enable = tx_clk_enable_w;  
assign rx_clk_enable = rx_clk_enable_w;  
PowerManager pm_unit(
    .reset_n(reset_n),
    .clock(clock),                       
    .power_enable(power_enable),
    .tx_enable(tx_enable),
    .rx_enable(rx_enable),
    .tx_active(tx_active_flag),          
    .rx_active(rx_active_flag),          
    .send_request(send),                 
    .data_received(rx_done_flag),        
    .power_mode(power_mode),             
    .tx_clk_enable(tx_clk_enable_w),
    .rx_clk_enable(rx_clk_enable_w),
    .baud_clk_enable(baud_clk_enable_w),
    .power_good(power_good),
    .current_mode(current_power_mode)
);
TxUnit Transmitter(
    .reset_n(reset_n),
    .send(send),
    .clock(clock),
    .parity_type(parity_type),
    .baud_rate(baud_rate),
    .data_in(data_in),
    .clk_enable(tx_clk_enable_w),
    .data_tx(data_tx_w),
    .active_flag(tx_active_flag),
    .done_flag(tx_done_flag)
);
RxUnit Receiver(
    .reset_n(reset_n),
    .clock(clock),
    .parity_type(parity_type),
    .baud_rate(baud_rate),
    .data_tx(data_tx_w),
    .clk_enable(rx_clk_enable_w),
    .data_out(data_out),
    .error_flag(error_flag),
    .active_flag(rx_active_flag),
    .done_flag(rx_done_flag)
);
endmodule
```
`flow/run.sh`:
```
#!/bin/bash
# OpenROAD 26Q1-2900-gdf79404cd8, Yosys 0.63+post, stock flow scripts
make -C /OpenROAD-flow-scripts/flow DESIGN_CONFIG=/design/flow/config.mk WORK_HOME=/design/flow/orfs finish
```
==> results_slide.txt <==
Flow Results at a Glance

Setup path
  – CP max stage delay: 560 ps
  – Worst path required time: 3760 ps
  – Crit-path cells: inv_1, ha_1, a21oi_1, a21o_1, inv_1, buf_4, and2_1, clkdlybuf4s50_1
  – Worst path top cell family by delay: buffers and inverters
  – CP bufs+invs: 4
  – WP data arrival: 2910 ps
  – Crit Path Class: reg2out
  – CP max FO: 22
  – Crit path launch type: flop
  – Slowest-stage cell, CP: dfstp_2
  – Most frequent CP cell: inv_1
  – Nature of the critical path endpoint: primary output

Synth
  – Simple share: 16.9%
  – Dominant comb cell: simple AND/OR/NAND/NOR gates
  – Mux share: 5.68%
  – Post-Synthesis Cell Area: 0.00569 mm²
  – Most used DFF post-synth: dfrtp_1
  – Post-synth regs: 98
  – Syn Inst Count: 569
  – Flip-flops with a built-in enable: 0
  – Yosys warns: 7
  – Synth Seq Share: 43.7%
  – Asr flop ratio synth: 100%
  – Cell variety after synth: 58
  – Yosys cell count: 569
  – Syn_area_per_cell: 9.99 µm²
  – Chip area in the Yosys report: 0.00569 mm²
  – XOR/XNOR Fraction of Synth Area: 3.70%
  – Yosys adder share: 10.6%
  – AND-OR/OR-AND Cells, Area Fraction: 16.2%

Routing
  – Antenna Diode Count: 0
  – Final ANT Viol Nets: 0
  – WL per Instance: 14.0 µm
  – Pre-antenna DRT Iters: 4
  – Iteration-0 DRC Markers: 292
  – DRC viols: 0
  – Detailed Route WL: 11.9 mm
  – Via density per instance: 5.12
  – Total number of vias: 4364

GRT
  – Initial antenna violation count: 0
  – First-pass GRT wire length: 20.9 mm
  – Largest net degree at the start of global routing: 61
  – GRT Overall Usage: 13.1%
  – Vias in the first global route: 4382
  – Congestion Overflow GR: 0

Final timing
  – Fin crit period: 3850 ps
  – Register pins left without a clock: 47
  – Hold Vio Cnt, Final: 0
  – Setup TNS: 0 ps
  – Skew final: 109 ps
  – Max_slew headroom: 44.6%
  – Minimum hold slack: 18.8 ps
  – Final setup fails: 0
  – FMAX: 0.260 GHz
  – Worst-margin pin slew: 824 ps
  – Max Transition Viols Final: 0
  – Endpoints left unconstrained: 50
  – RSZ-0062 raised after global routing: false
  – Tcrit/Tclk final: 82.0%

Floorplanning
  – Chip area: 0.0195 mm²
  – Starting Density: 31.1%
  – Die W: 140 µm
  – Row count: 49
  – Die Ht: 140 µm
  – Core area: 0.0183 mm²
  – I/O Pins: 40

CTS
  – Clock-pin slew on the worst setup and hold paths: 30 ps
  – CTS resizes: 0
  – Latest clock arrival within the worst-skew pair: 780 ps
  – Post-CTS Hold Buffers: 2
  – CTS tree: built
  – Setup bufs post-CTS: 0

Run
  – Number of max-cap violations: 0
  – Tool warnings: 40

Power and ir drop
  – Worst IR drop on VDD: 0.144 mV
  – PD cells: 87.6 mW/mm²
  – Leak Pwr: 3.03 nW

Final layout
  – Fillers: 1725
  – Share of layout cells above drive strength 1: 13.0%
  – Non-filler cells, final: 852
  – Layout area overhead: 20.3%
  – Design area: 0.00684 mm²
  – Final Util: 37.4%

Min path
  – Worst hold path type: in2gate

Place
  – HPWL Detailed: 8.49 mm
  – Placed instance count: 826
  – RePlAce Congestion: 0.833
  – Placed cell areas: 0.00633 mm²
  – Tally of buffers added on design ports: 39

Outcome
  – Status: completed
==> flip-flops by register name (all words and copies together), names as in the netlist, 2 cells and up <==
name                           flops
Receiver.Unit2.state               4
pm_unit.current_mode               2
Receiver.Unit2.frame_counter       4
Receiver.data_out                  8
Receiver.Unit2.stop_count          4
Receiver.Unit2.data_parll         11
Receiver.Unit1.clock_ticks        14
Transmitter.Unit3.frame_r         11
Transmitter.Unit3.stop_count       4
Transmitter.Unit1.clock_ticks     14
Receiver.last_valid_data           8
==> Yosys cell counts, types with 10 or more instances <==
cell      number  share of area, %
a21oi_1       22               1.9
a221o_1       10               1.8
a22o_1        14               2.2
and3_1        13               1.4
clkbuf_1      13              0.86
dfrtp_1       69                30
dfstp_2       27                12
ha_1          48                11
inv_1         28               1.8
mux2_2        18               3.6
mux2i_1       12               2.1
nand2_1       52               3.4
nand2b_1      11               1.2
nand3_1       17               1.5
nor2_1        36               2.4
nor2b_1       12               1.3
o21ai_0       51               4.5
xnor2_1       19               2.9
==> metal layers <==
metal	GRT usage, %	up-vias	part of all wire (%)
met4	2.78	0	1.7
met2	20.4	117	45
met3	2.56	13	5.3
met5	0	-	0
li1	-	2156	-
met1	19.5	2078	48
==> power breakdown <==
| group | internal (mW) | leakage, nW | switching [mW] |
|---|---|---|---|
| registers | 0.0431 | 1.24 | 0.00218 |
| logic | 0.0479 | 1.57 | 0.0587 |
| clock network | 0.371 | 0.231 | 0.0756 |
==> cells by family (layout without fill, tap and decap cells) <==
family,after synthesis,after routing
AND/OR/NAND/NOR,185,185
flip-flops,98,98
XOR/XNOR,24,24
AND-OR/OR-AND,138,138
multiplexers,30,30
buffers and inverters,46,100
adder cells (fa/ha/maj),48,48
==> layout make-up <==
type                       count  area, µm²  area share (%)
multi-input combinational    425       3010            44.1
tap                          229        287            4.19
clock inverter                 2       10.0           0.146
clock buffer                  22        475            6.95
inverter                      28        105            1.54
timing repair buffer          48        460            6.73
sequential                    98       2490            36.4
==> worst min-delay path: cells and delay by family <==
family                 cells  cell delay (ps)
buffers and inverters      4             1670
==> worst paths after layout <==
kind / end / cells past startpoint / slack [ps] / startpoint
min in group clk0: Receiver.last_valid_data[4] / 1 / 490 / Receiver.last_valid_data[4]
min: clock gate / 4 / 20 / reset_n
min reg2reg: Receiver.last_valid_data[4] / 1 / 490 / Receiver.last_valid_data[4]
max in group gated: clock gate / 0 / 1370 / Receiver.cg_rx.enable_ff
min in group asynchronous: Receiver.done_flag / 2 / 420 / reset_n
max in group asynchronous: Receiver.cg_rx.enable_ff / 3 / 1260 / reset_n
max reg2reg: Receiver.cg_rx.enable_ff / 5 / 1060 / pm_unit.current_mode[1]
max: error_flag[1] / 8 / 850 / pm_unit.current_mode[1]
==> through the flow <==
| step | total power [mW] | setup slack [ps] |
|---|---|---|
| 2_1_floorplan | 0.0979 | 196 |
| 3_3_place_gp | 0.150 | 202 |
| 3_5_place_dp | 0.153 | 204 |
| 4_1_cts | 0.608 | 821 |
| 5_1_grt | 0.631 | 713 |
| 6_report | 0.599 | 847 |
==> cell usage in the layout, fill, tap and decap left out, types with 17 or more instances in the layout <==
cell,n
a21oi_1,22
clkbuf_16,18
clkdlybuf4s50_1,38
dfrtp_1,69
dfstp_2,27
ha_1,48
inv_1,28
mux2_2,18
nand2_1,52
nand3_1,17
nor2_1,36
o21ai_0,51
xnor2_1,19
Power is estimated from default activity; no workload was simulated.
